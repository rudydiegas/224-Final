File: flow/design.v
`default_nettype none
module CRC5_down (
  input  wire  clk,
  input  wire  rst_n,
  input  wire  en,
  input  wire  serial_in,
  input  wire  is_stuffed,
  input  wire  in_transmission,
  input  wire  end_transmission,
  output logic CRC5_ready,
  output logic [4:0] CRC5_reg
);
  logic CRC_en;
  logic [3:0] setup_cnt;
  logic [3:0] CRC_data_cnt;
  enum logic [1:0] {CRC_IDLE,
                    CRC_CALC,
                    CRC_HOLD} curr_state, next_state;
  always_comb begin
    next_state = CRC_IDLE;
    unique case (curr_state)
      CRC_IDLE: begin
        if ((setup_cnt == 4'd15) & ~is_stuffed)
          next_state = CRC_CALC;
        else
          next_state = CRC_IDLE;
      end
      CRC_CALC: begin
        if ((CRC_data_cnt == 4'd15) & ~is_stuffed)
          next_state = CRC_HOLD;
        else
          next_state = CRC_CALC;
      end
      CRC_HOLD: begin
        next_state = CRC_HOLD;
      end
    endcase
  end
  assign CRC_en = curr_state == CRC_CALC;
  assign CRC5_ready = curr_state == CRC_HOLD;
  always_ff @(posedge clk) begin
    if (~rst_n)
      curr_state <= CRC_IDLE;
    else if (en)
      if (end_transmission)
        curr_state <= CRC_IDLE;
      else
        curr_state <= next_state;
  end
  always_ff @(posedge clk) begin
    if (~rst_n)
      CRC_data_cnt <= 4'b0;
    else if (en)
      if (end_transmission)
        CRC_data_cnt <= 4'b0;
      else if (CRC_en & ~is_stuffed)
        CRC_data_cnt <= CRC_data_cnt + 4'b1;
  end
  always_ff @(posedge clk) begin
    if (~rst_n)
      setup_cnt <= 4'b0;
    else if (en)
      if (end_transmission)
        setup_cnt <= 4'b0;
      else if (in_transmission & ~is_stuffed)
        setup_cnt <= setup_cnt + 4'b1;
  end
  always_ff @(posedge clk) begin
    if (~rst_n)
      CRC5_reg <= '1;
    else if (en)
      if (end_transmission)
        CRC5_reg <= '1;
      else if (CRC_en & ~is_stuffed) begin
        CRC5_reg[0] <= serial_in ^ CRC5_reg[4];
        CRC5_reg[1] <= CRC5_reg[0];
        CRC5_reg[2] <= serial_in ^ CRC5_reg[4] ^ CRC5_reg[1];
        CRC5_reg[3] <= CRC5_reg[2];
        CRC5_reg[4] <= CRC5_reg[3];
      end
  end
endmodule : CRC5_down
File: flow/run.sh
#!/bin/bash
# OpenROAD 26Q1-2900-gdf79404cd8, Yosys 0.63+post, stock flow scripts
make -C /OpenROAD-flow-scripts/flow DESIGN_CONFIG=/design/flow/config.mk WORK_HOME=/design/flow/orfs finish
File: flow/config.mk
export PLATFORM = sky130hd
export DESIGN_NAME = CRC5_down
export DESIGN_NICKNAME = CRC5_down
export VERILOG_FILES = /design/flow/design.v
export SDC_FILE = /design/flow/constraint.sdc
export NUM_CORES = 4
export LEC_CHECK = 1
export CORE_AREA = 10 10 84 84
export DIE_AREA = 0 0 94 94
File: flow/constraint.sdc
current_design CRC5_down

set clk_period 1.3
set clk_io_pct 0.2

create_clock -name clk0 -period $clk_period [get_ports {clk}]

set non_clock_inputs [all_inputs -no_clocks]
set_input_delay [expr $clk_period * $clk_io_pct] -clock clk0 $non_clock_inputs
set_output_delay [expr $clk_period * $clk_io_pct] -clock clk0 [all_outputs]
==> summary.txt <==
run results: detailed-routing iteration count for the pre-antenna-repair pass 4, power per standard cell area 940 mW/mm², layout overhead on the synthesized area 58.7%, CP startpoint CRC_data_cnt[1], Min Clock Period, post-route 1.20 ns, Post-Syn Instances 79, fraction of layout instances using a drive strength above 1 34.8%, all-layer global routing usage 3.91%, CTS Buffer Depth 2, number of buffers and inverters on the critical path 0, Largest delay share family, worst path AND-OR/OR-AND gates, parity-gate share of the synthesized area counting xor and xnor cells 6.15%, warning total across the stage logs 25, RSZ-0062 raised after global routing no, Adder-Cell Fraction of Synth Area 3.51%, post-synthesis sequential element count 16, longest individual stage delay on the worst path 0.34 ns, warning count from the yosys run 1, metal3 WL 119 µm, clk root buf sky130_fd_sc_hd__clkbuf_8, yosys cell count 79, sum of net half-perimeters after detailed placement 1360 µm, WL met2 633 µm, top cells by instance count after synthesis sky130_fd_sc_hd__dfxtp_1, sky130_fd_sc_hd__nand2_1, sky130_fd_sc_hd__nor2_1, Required @ worst endpoint 1.44 ns, max_cap viols 0, Slew Limit Headroom 82.9%, fraction of the mapped netlist area in simple logic gates 22.1%, Post-Place Cell Area 0.00103 mm², placer's final routability congestion estimate 0.764, fraction of registers with async set/reset 0%, remaining global-route overflow 0, clock tree from TritonCTS built, commonest register cell after synthesis sky130_fd_sc_hd__dfxtp_1, register share after synthesis 45.0%, class of the tightest hold or removal check in2reg, main area contributors after synthesis sky130_fd_sc_hd__dfxtp_1, sky130_fd_sc_hd__nand2_1, sky130_fd_sc_hd__xor2_1, Core Rows 26, diodes inserted 0, count of final max-slew check failures 0, placed cell count 176, post-route cell area 0.00113 mm², Worst Setup End Kind register, most instantiated library cell after synthesis sky130_fd_sc_hd__dfxtp_1, post-synthesis chip area from yosys 712 µm², Post-Route Utilization 21.7%, number of buffers created by CTS 3, met1 wire length 961 µm, max FFs per register 5, number of I/O pins 13, first-pass GRT wire length 2800 µm, worst slack at placement -0.453 ns, clock transition time at the flip-flop clock pins of the worst setup and hold paths 0.06 ns, peak fanout along the critical path 3, antenna violations before repair 0, portion of the clock cycle consumed by the worst path in the final layout 92.0%, Latency at later pin 0.25 ns, DRC marker count from the first detailed-route iteration 51, routed vias/inst 3.45, vias in the first global route 620, Clock Skews 0.000423 ns, Leakage 0.454 nW, transition time at the pin with the least slew margin 0.257 ns, Die Size 0.00884 mm², Sink Count 16, outcome completed, H-tree levels 1, average footprint of a synthesized cell 9.01 µm², Syn Std Cell Area 712 µm², IO Port Bufs 12, achievable clock frequency 836 MHz, number of vias after detailed routing 638, Wirelength per Cell 9.34 µm, fraction of the core area occupied by cells at floorplan 13.7%, Peak VDD IR 255 µV, MUX share of area 1.41%, top routing layer used met4, vertical die size 94 µm, reg-to-reg startpoint CRC_data_cnt[1], sum of routed wire length over all layers 1730 µm, final setup violation count 0, total DRC errors in the routed layout 0, dominant non-sequential cell family after synthesis simple AND/OR/NAND/NOR gates, post-layout worst setup margin 0.104 ns, Chip Width 94 µm, floorplan core area 0.00520 mm², worst-path cell chain ha_1, nand3_1, a211o_1, a32o_1, worst min-delay path startpoint rst_n, post-synth top area cell sky130_fd_sc_hd__dfxtp_1, startpoint type of the worst setup path register, distinct cell type count after synthesis 27, area share of and-or/or-and cells after synthesis 18.1%, total chip power 1.06 mW, Non-Filler Instances 185, number of failing hold endpoints at the final stage 0, Crit path arrival time 1.34 ns, portion of synthesized cell area occupied by the leading cell type 45.0%, number of flops mapped to enable cells by yosys 0, worst setup path class reg2reg, library cell contributing the largest single delay on the critical path sky130_fd_sc_hd__dfxtp_2, maximum number of pins on one net before global-route repair 10, remaining antenna violation count 0
final timing paths:
kind,to,slack (ns),cells after the start
worst max-delay path,curr_state[2],0.10,4
worst min-delay path,CRC5_reg[1],0.43,2
worst max register to register,curr_state[2],0.10,4
worst min register to register,curr_state[1],0.45,2
layer usage:
layer	track usage [%]	up-vias
met5	0	-
met4	0.759	0
met3	1.70	2
met2	4.90	13
met1	5.94	269
li1	-	354
stage by stage:
stage	setup TNS, ns	hold slack, ns
6_report	0	0.426
2_1_floorplan	0	0.322
3_3_place_gp	-4.95	0.439
5_1_grt	0	0.436
3_5_place_dp	-4.97	0.448
4_1_cts	0	0.426
placed cells by master, fill, tap and decap left out, types with 3 or more instances in the layout:
cell,instances
sky130_fd_sc_hd__nand2_1,12
sky130_fd_sc_hd__xor2_1,4
sky130_fd_sc_hd__nor2_1,9
sky130_fd_sc_hd__buf_4,22
sky130_fd_sc_hd__a21oi_1,3
sky130_fd_sc_hd__dlygate4sd2_1,9
sky130_fd_sc_hd__nand3_1,5
sky130_fd_sc_hd__clkbuf_8,4
sky130_fd_sc_hd__o211ai_1,4
sky130_fd_sc_hd__dfxtp_2,7
sky130_fd_sc_hd__dfxtp_1,9
what timing repair did:
item | 4_1_cts | 5_1_grt
gates resized | 19 | 5
endpoints found under the setup margin | 17 | 5
hold buffers | 0 | 0
cloned | 0 | 0
setup buffers | 5 | 0
cell type report:
class / count / area, µm²
clock buffers: 4 / 55.1
fillers: 579 / 4080
inverters: 2 / 7.51
multi-input cells: 59 / 379
flip-flops and latches: 16 / 329
well taps: 70 / 87.6
repair buffers: 34 / 272
power breakdown:
part           total, mW  leakage [nW]  internal, mW  switching [mW]
clock network      0.435        0.0288         0.268           0.167
registers          0.500         0.128         0.497         0.00333
logic              0.127         0.297        0.0704          0.0565
logic make-up (layout without fill, tap and decap cells):
group	count (synthesis)	after routing
DFF	16	16
muxes	1	1
AOI/OAI and AO/OA	18	18
xor gates and xnor gates	5	5
and+or+nand+nor	33	33
buffers and inverters	4	40
adders and majority gates	2	2
No activity file was given, so power comes from the tool's default toggle rates.
