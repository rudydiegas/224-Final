==> flow/design.v <==
`default_nettype none
module CRC16_down (
  input  wire  clk,
  input  wire  rst_n,
  input  wire  en,
  input  wire  serial_in,
  input  wire  is_stuffed,
  input  wire  in_transmission,
  input  wire  end_transmission,
  output logic CRC16_ready,
  output logic [15:0] CRC16_reg
);
  logic CRC_en;
  logic [3:0] setup_cnt;
  logic [6:0] CRC_data_cnt;
  enum logic [1:0] {CRC_IDLE,
                    CRC_CALC,
                    CRC_HOLD} curr_state, next_state;
  always_comb begin
    next_state = CRC_IDLE;
    unique case (curr_state)
      CRC_IDLE: begin
        if ((setup_cnt == 4'd15) & ~is_stuffed)
          next_state = CRC_CALC;
        else
          next_state = CRC_IDLE;
      end
      CRC_CALC: begin
        if ((CRC_data_cnt == 7'd79) & ~is_stuffed)
          next_state = CRC_HOLD;
        else
          next_state = CRC_CALC;
      end
      CRC_HOLD: begin
        next_state = CRC_HOLD;
      end
    endcase
  end
  assign CRC_en = curr_state == CRC_CALC;
  assign CRC16_ready = curr_state == CRC_HOLD;
  always_ff @(posedge clk) begin
    if (~rst_n)
      curr_state <= CRC_IDLE;
    else if (en)
      if (end_transmission)
        curr_state <= CRC_IDLE;
      else
        curr_state <= next_state;
  end
  always_ff @(posedge clk) begin
    if (~rst_n)
      CRC_data_cnt <= 7'b0;
    else if (en)
      if (end_transmission)
        CRC_data_cnt <= 7'b0;
      else if (CRC_en & ~is_stuffed)
        CRC_data_cnt <= CRC_data_cnt + 7'b1;
  end
  always_ff @(posedge clk) begin
    if (~rst_n)
      setup_cnt <= 4'b0;
    else if (en)
      if (end_transmission)
        setup_cnt <= 4'b0;
      else if (in_transmission & ~is_stuffed)
        setup_cnt <= setup_cnt + 4'b1;
  end
  always_ff @(posedge clk)
    if (~rst_n)
      CRC16_reg <= '1;
    else if (en)
      if (end_transmission)
        CRC16_reg <= '1;
      else if (CRC_en & ~is_stuffed) begin
        CRC16_reg[0]  <= serial_in ^ CRC16_reg[15];
        CRC16_reg[1]  <= CRC16_reg[0];
        CRC16_reg[2]  <= serial_in ^ CRC16_reg[15] ^ CRC16_reg[1];
        CRC16_reg[3]  <= CRC16_reg[2];
        CRC16_reg[4]  <= CRC16_reg[3];
        CRC16_reg[5]  <= CRC16_reg[4];
        CRC16_reg[6]  <= CRC16_reg[5];
        CRC16_reg[7]  <= CRC16_reg[6];
        CRC16_reg[8]  <= CRC16_reg[7];
        CRC16_reg[9]  <= CRC16_reg[8];
        CRC16_reg[10] <= CRC16_reg[9];
        CRC16_reg[11] <= CRC16_reg[10];
        CRC16_reg[12] <= CRC16_reg[11];
        CRC16_reg[13] <= CRC16_reg[12];
        CRC16_reg[14] <= CRC16_reg[13];
        CRC16_reg[15] <= serial_in ^ CRC16_reg[15] ^ CRC16_reg[14];
      end
endmodule : CRC16_down
==> flow/run.sh <==
#!/bin/bash
# OpenROAD 26Q1-2900-gdf79404cd8, Yosys 0.63+post, stock flow scripts
make -C /OpenROAD-flow-scripts/flow DESIGN_CONFIG=/design/flow/config.mk WORK_HOME=/design/flow/orfs finish
==> flow/config.mk <==
export PLATFORM = sky130hd
export DESIGN_NAME = CRC16_down
export DESIGN_NICKNAME = CRC16_down
export VERILOG_FILES = /design/flow/design.v
export SDC_FILE = /design/flow/constraint.sdc
export NUM_CORES = 4
export LEC_CHECK = 1
export CORE_AREA = 10 10 93 93
export DIE_AREA = 0 0 103 103
==> flow/constraint.sdc <==
current_design CRC16_down

set clk_period 1.8
set clk_io_pct 0.2

create_clock -name clk0 -period $clk_period [get_ports {clk}]

set non_clock_inputs [all_inputs -no_clocks]
set_input_delay [expr $clk_period * $clk_io_pct] -clock clk0 $non_clock_inputs
set_output_delay [expr $clk_period * $clk_io_pct] -clock clk0 [all_outputs]
==> flow_summary.yaml <==
# physical design summary
route:
  drt_first_pass_iters: 4
  vias: 1064
  routed_via_density: 4.24
  wirelength_um: 2950
  drc: 0
  antenna_cells: 0
  ant_nets: 0
  avgRoutedWirePerCell_um: 11.7
  dr.first_iter.drc_count: 43
setup_path:
  timing.rr.end: "curr_state[2]"
  worstSetupPathType: "reg -> out"
  slowest_delay_ns: 0.49
  worstPathMaxFanout: 4
  critical_path.top_delay_family: "buffers and inverters"
  timing.rr.start: "CRC_data_cnt[0]"
  crit_path_end_kind: "output port"
  path_depth: 1
  r2r_slack_ns: 0.38
  cp_data_arrival_time_ns: 1.16
  path_cells: "clkdlybuf4s50_1"
  cp-endpoint: "CRC16_reg[15]"
  worstSetupStartpoint: "CRC16_reg[15]"
  required_ns: 1.44
  crit_slowest_cell: "clkdlybuf4s50_1"
  r2r_cells: 5
  worst_setup_path_start_kind: "register"
  critPathBufInv: 1
flow_run:
  log.warning_count: 25
  maxCapViolations: 0
synth:
  edf_count: 0
  yosysChipArea_sq_mm: 0.00125
  most_common_cell: "dfxtp_1"
  syn_area_per_cell_sq_um: 9.18
  area_leaders: "dfxtp_1 48%, o22ai_1 6.5%, xor2_1 6.3%, nand2_1 5.7%, nor2_1 3.9%"
  common_cells: "30 x dfxtp_1, 19 x nand2_1, 13 x nor2_1, 13 x o22ai_1, 9 x xor2_1"
  async_flop_share: 0
  syn_area_sq_mm: 0.00125
  yosys.cell_types.count: 34
  synth_warnings: 1
  synth.top_cell.area_share: 0.481
  netlist_instances: 136
  flop_cell: "dfxtp_1"
  ys_ff: 30
  synth_top_cell_by_area: "dfxtp_1"
  ys_seq_frac: 0.481
  ys_cells: 136
cells_and_area:
  design_area_sq_mm: 0.00174
  largest_reg_flops: 16
  fin_util: 0.258
  drive_above_1_share: 0.129
  fillCellCount: 715
  area_delta_synth_final_pct: 39.6
clock_tree:
  cts_resized: 0
  clk_latency_ns: 0.28
  post_cts.repair.setup_buffers: 0
  path_clk_slew_ns: 0.07
  postCtsHoldBufs: 0
  cts_buffers: 5
  htreeDepth: 2
  root_buffer: "clkbuf_8"
  cts_buffer_depth: 2
  clock-sinks: 30
  cts_tree: "yes"
final_timing:
  setup_ws_ns: 0.284
  worstMarginPinSlew_ns: 0.300
  finalCritPeriodShare: 0.842
  rsz0062_at_grt: "false"
  hold_viol: 0
  setup_viol_count_final: 0
  timing.setup.tns_ns: 0
  fin_crit_ns: 1.52
  finClkSkew_ns: 0.00340
  slew_viol_final: 0
  slew_headroom: 0.799
  fmax_ghz: 0.660
floorplan:
  die-area_sq_mm: 0.0106
  die_x_um: 103
  ios: 24
  core_sq_mm: 0.00676
  initial_utilization: 0.185
  rows: 30
  fp.dieH_um: 103
placed_design:
  place_area_sq_mm: 0.00163
  pre_cts_slack_ns: 0.0256
  hpwl_um: 2220
  gp_congestion: 0.824
  numPortBuffers: 23
global_route:
  grt_pass1_wl_um: 5090
  grt_pass1_vias: 1046
  grt_start_max_net_pins: 18
  antenna_found_initial: 0
  grt_overflow: 0
  track_usage: 0.0587
power:
  p_leak_nw: 0.639
  power.density_mw_per_mm2: 813
  ir_worst_vdd_mv: 0.358
outcome:
  outcome: "complete, no violations"
worst_hold_path:
  holdCritPathClass: "reg -> reg"
worst min path at each step:
stage	from	end	slack, ns	depth (start not counted)
after CTS	CRC_data_cnt[6]	CRC_data_cnt[6]	0.48	2
after global routing	curr_state[0]	curr_state[0]	0.50	2
final	curr_state[1]	curr_state[1]	0.48	2
routing by layer:
metal | routed length [um] | vias up | global-route usage
met1 | 1380 | 487 | 0.0761
met3 | 175 | 6 | 0.0203
met5 | 0 | - | 0
met2 | 1320 | 20 | 0.0931
li1 | - | 551 | -
met4 | 68 | 0 | 0.0118
report_power, final:
part	switching, mW	internal (mW)	total [mW]	leakage, nW
combinational	0.0429	0.0412	0.0841	0.346
clock	0.256	0.411	0.666	0.0504
sequential	0.00146	0.665	0.667	0.242
total	0.300	1.12	1.42	0.639
cell usage in the layout, fill, tap and decap left out:
| cell type | netlist | routed |
|---|---|---|
| or3_1 | 1 | 1 |
| inv_1 | 1 | 1 |
| o21a_2 | 1 | 1 |
| a22oi_1 | 1 | 1 |
| o22ai_1 | 13 | 13 |
| a221o_1 | 1 | 1 |
| a31oi_1 | 1 | 1 |
| nor2b_1 | 5 | 5 |
| a21oi_1 | 3 | 3 |
| nand2_1 | 19 | 19 |
| o211a_1 | 1 | 1 |
| o21ai_2 | 1 | 1 |
| and2_1 | 1 | 1 |
| a32oi_1 | 1 | 1 |
| dfxtp_1 | 30 | 30 |
| a21o_1 | 1 | 1 |
| buf_4 | 0 | 10 |
| nand3b_1 | 1 | 1 |
| a32o_1 | 1 | 1 |
| o21ai_0 | 6 | 6 |
| xor2_1 | 9 | 9 |
| clkinvlp_4 | 0 | 2 |
| nand4b_1 | 2 | 2 |
| nor2b_4 | 1 | 1 |
| nor3_1 | 1 | 1 |
| and3_1 | 4 | 4 |
| o211ai_1 | 3 | 3 |
| clkbuf_8 | 0 | 5 |
| ha_1 | 2 | 2 |
| and4b_1 | 1 | 1 |
| a21boi_0 | 1 | 1 |
| nand3_1 | 2 | 2 |
| nor2_1 | 13 | 13 |
| clkdlybuf4s50_1 | 0 | 23 |
| o2111ai_1 | 1 | 1 |
| buf_12 | 0 | 1 |
| bufinv_16 | 0 | 1 |
area by class of cell:
type	instances	area, sq um	area share
tap	80	100	0.0574
inverter	1	3.75	0.00215
timing repair buffer	34	325	0.187
clock inverter	3	45.0	0.0258
clock buffer	5	68.8	0.0395
sequential	30	601	0.345
multi-input combinational	98	599	0.344
worst reg2reg max path: stages (launching register included):
cell and delay, ns:
dfxtp_1 0.37, ha_1 0.18, and3_1 0.20, and4b_1 0.23
o21ai_0 0.08, a32o_1 0.25
per-stage QoR:
step	total power, mW	cells	hold slack (ns)
6_report	1.42	251	0.476
5_1_grt	1.48	251	0.496
4_1_cts	1.44	251	0.479
3_5_place_dp	0.766	243	0.466
3_3_place_gp	0.766	243	0.461
2_1_floorplan	0.720	136	0.413
kinds of logic after synthesis:
| family | Yosys count | share of synthesized area |
|---|---|---|
| AND/OR/NAND/NOR | 51 | 0.202 |
| AND-OR/OR-AND | 36 | 0.194 |
| flip-flops | 30 | 0.481 |
| XOR/XNOR | 9 | 0.0631 |
| buffers and inverters | 8 | 0.0391 |
| adder cells (fa/ha/maj) | 2 | 0.0200 |
Power figures rest on the tool's default switching activity, not on a simulated workload.
