==> flow/design.v <==
`default_nettype none
module synchronizer #(
  parameter WIDTH = 8
  ) (
  input  wire  clk,
  input  wire  rst_n,
  input  wire  [WIDTH-1:0] async,
  output logic [WIDTH-1:0] sync
);
  logic [WIDTH-1:0] async_0;
  always_ff @(posedge clk) begin
    if (~rst_n) begin
      async_0 <= {WIDTH-1{1'b0}};
      sync <= {WIDTH-1{1'b0}};
    end
    else begin
      async_0 <= async;
      sync <= async_0;
    end
  end
endmodule : synchronizer
==> flow/run.sh <==
#!/bin/bash
# OpenROAD 26Q1-2900-gdf79404cd8, Yosys 0.63+post, stock flow scripts
make -C /OpenROAD-flow-scripts/flow DESIGN_CONFIG=/design/flow/config.mk WORK_HOME=/design/flow/orfs finish
==> flow/config.mk <==
export PLATFORM = sky130hd
export DESIGN_NAME = synchronizer
export DESIGN_NICKNAME = synchronizer
export VERILOG_FILES = /design/flow/design.v
export SDC_FILE = /design/flow/constraint.sdc
export NUM_CORES = 4
export LEC_CHECK = 1
export CORE_AREA = 10 10 70 70
export DIE_AREA = 0 0 80 80
==> flow/constraint.sdc <==
current_design synchronizer

set clk_period 1.0
set clk_io_pct 0.2

create_clock -name clk0 -period $clk_period [get_ports {clk}]

set non_clock_inputs [all_inputs -no_clocks]
set_input_delay [expr $clk_period * $clk_io_pct] -clock clk0 $non_clock_inputs
set_output_delay [expr $clk_period * $clk_io_pct] -clock clk0 [all_outputs]
==> impl_metrics.csv <==
group,metric,value,unit
outcome,status,"finished, final reports clean",
power_and_ir_drop,vdd_drop_max,0.466,mV
flow_run,warning_count,25,
clocking,cts_setup_buffers,0,
synth,ys.flops,16,
setup_path,worstPathCellList,"clkdlybuf4s15_1",
setup_path,path_class,"reg -> out",
timing,hold_viol,0,
flow_run,max-cap-violations,0,
place,port-buffer-count,17,
route,diodes,0,
die,die-area,6400,um2
global_route,grt_pass1_vias,263,
clocking,cts_max_level,1,
timing,timing.final.ws_setup,0.0404,ns
route,wl_per_cell,8.10,um
setup_path,critPathLaunchType,"flip-flop",
synth,yosysCellCount,33,
timing,setup_tns,0,ns
final_layout,regArea,325,um2
timing,finalClockPeriodUsage,96.0,%
setup_path,cp_slowest_stage_delay,0.32,ns
synth,synthesis.area,447,um2
timing,rsz0062_at_grt,"no",
final_layout,area_growth,53.8,%
power_and_ir_drop,static-leakage-power,0.000284,uW
route,drtPass1Iterations,2,
synth,synth_cell_type_count,4,
route,first_iter_violations,1,
synth,ys_area,447,um2
setup_path,crit_buf_inv,1,
setup_path,worstPathRequired,0.80,ns
global_route,grt_max_degree,17,
route,drc,0,
setup_path,cp_top_family,"flip-flops",
die,fp-row-count,21,
final_layout,logic_area,115,um2
route,num_vias,268,
synth,syn_inst,33,
timing,tightest_slew,0.116,ns
place,dp_slack,-0.0956,ns
global_route,grt_pass1_wl,1170,um
route,totalWireLength,810,um
timing,setup-violations-final,0,
setup_path,rrSetupSlack,0.42,ns
timing,fmax,1.04,GHz
die,ios,18,
route,post_drt_via_cell_ratio,2.68,
timing,fin_crit,0.960,ns
clocking,cts_root_buf,"clkbuf_4",
synth,ys_warn_count,1,
clocking,clock_sinks,16,
clocking,clockBufferDepth,2,
die,fp_util,13.1,%
setup_path,cp-end-kind,"output pin",
setup_path,crit_fanout,1,
clocking,cts_tree,"built",
route,drt.antenna.violating_nets,0,
final_layout,final.fill_count,383,
final_layout,drive_above_1_share,48.1,%
hold_path,hp-class,"reg -> reg",
timing,final.setup_skew,0.00313,ns
power_and_ir_drop,p_per_area,1700,nW/um2
timing,relSlewSlack,92.3,%
die,core,3420,um2
global_route,grt_use_total,2.39,%
die,dieWidth,80,um
synth,synth_seq_share,71.7,%
setup_path,slowest_stage,"dfxtp_1",
synth,avgSynthCellArea,13.5,um2
clocking,clk_pin_slew_worst_paths,0.09,ns
global_route,antenna_found_initial,0,
place,globalplace.congestion,0.695,
clocking,cts_buffers,3,
clocking,clock_latency,0.28,ns
setup_path,crit_arrival,0.76,ns
global_route,gr-total-overflow,0,
die,die_h,80,um
timing,slew_violations,0,
==> layer usage <==
| layer | track usage (%) | part of all wire [%] | vias to the layer above |
|---|---|---|---|
| li1 | - | - | 142 |
| met1 | 2.12 | 37 | 116 |
| met2 | 4.01 | 51 | 8 |
| met3 | 1.82 | 10 | 2 |
| met4 | 0.880 | 1.6 | 0 |
| met5 | 0 | 0 | - |
==> kinds of logic after synthesis <==
| logic type | after synthesis | synth area share [%] |
|---|---|---|
| simple gates | 16 | 25.8 |
| flops | 16 | 71.7 |
| buf+inv | 1 | 2.52 |
==> cells in the final DEF (no fill, tap or decap) <==
cell type | netlist | final
clkbuf_8 | 0 | 1
clkbuf_2 | 0 | 5
clkdlybuf4s50_1 | 0 | 9
and2_2 | 12 | 12
dfxtp_1 | 16 | 12
dfxtp_2 | 0 | 4
and2_1 | 4 | 4
buf_4 | 0 | 1
clkdlybuf4s15_1 | 0 | 3
clkbuf_4 | 0 | 3
==> per-stage QoR <==
| stage | area, um2 | cells | total power (uW) | hold slack (ns) | utilization, % |
|---|---|---|---|---|---|
| 2_1_floorplan | 447 | 33 | 711 | 0.327 | - |
| 3_3_place_gp | 671 | 96 | 775 | 0.429 | 19.6 |
| 3_5_place_dp | 671 | 96 | 777 | 0.432 | 19.6 |
| 4_1_cts | 707 | 100 | 1190 | 0.455 | 20.7 |
| 5_1_grt | 687 | 100 | 1210 | 0.459 | 20.1 |
| 6_report | 687 | 100 | 1170 | 0.452 | 20.1 |
==> final timing paths <==
check	from	to	cells after the start
setup / recovery	sync[4]	sync[4]	1
hold / removal	async_0[6]	sync[6]	1
setup reg to reg	async_0[3]	sync[3]	1
hold reg to reg	async_0[6]	sync[6]	1
==> sequential cells by signal, indices dropped and copies added, names as in the netlist <==
| signal | count |
|---|---|
| async_0 | 8 |
| sync | 8 |
==> where the power goes <==
part | switching (uW) | total, uW | internal, uW
sequential | 5.50 | 673 | 668
combinational | 16.3 | 77.3 | 60.9
clock | 194 | 415 | 221
==> synthesized netlist by cell type <==
library cell  number  area, um2
and2_1             4       25.0
and2_2            12       90.1
buf_6              1       11.3
dfxtp_1           16        320
==> final cells by class <==
cell class,instances,share of cell area [%]
clock buffer,4,5.28
sequential,16,47.4
timing repair buffer,18,22.2
tap,46,8.38
multi-input combinational,16,16.8
==> repair_timing <==
action                                  CTS  global route
endpoints found under the hold margin     0             0
hold buffers                              0             0
gates resized                            16             9
endpoints found under the setup margin    8             6
Power is estimated from default activity; no workload was simulated.
